**/design/flow/config.mk**
```make
export PLATFORM = sky130hd
export DESIGN_NAME = PC
export DESIGN_NICKNAME = PC
export VERILOG_FILES = /design/flow/design.v
export SDC_FILE = /design/flow/constraint.sdc
export NUM_CORES = 4
export LEC_CHECK = 1
export CORE_UTILIZATION = 40
```
**/design/flow/run.sh**
```bash
#!/bin/bash
# OpenROAD 26Q1-2900-gdf79404cd8, Yosys 0.63+post, stock flow scripts
make -C /OpenROAD-flow-scripts/flow DESIGN_CONFIG=/design/flow/config.mk WORK_HOME=/design/flow/orfs finish
```
**/design/flow/design.v**
```verilog
module PC(input clk, input enable, input[31:0] value, output reg [31:0] totalCount);
	always @ (posedge clk) begin
	if(enable == 1)
		if(totalCount == 4294967000) totalCount = 0;
		else totalCount = totalCount + value;
	end
endmodule
```
**/design/flow/constraint.sdc**
```tcl
current_design PC

set clk_period 9.2
set clk_io_pct 0.2

create_clock -name clk0 -period $clk_period [get_ports {clk}]

set non_clock_inputs [all_inputs -no_clocks]
set_input_delay [expr $clk_period * $clk_io_pct] -clock clk0 $non_clock_inputs
set_output_delay [expr $clk_period * $clk_io_pct] -clock clk0 [all_outputs]
```
==> impl_metrics.json <==
{
  "status": "finished, final reports clean",
  "path_max_fanout": 6,
  "min_path_cells": 2,
  "area_delta_synth_final_pct": 25.94,
  "min_from": "totalCount[0]$_SDFFCE_PN0P_",
  "fin_setup_tns_ns": 0,
  "power.density_nw_per_um2": 322.4,
  "r2r-start": "totalCount[0]$_SDFFCE_PN0P_",
  "ys.flops": 32,
  "rsz0062_at_grt": "false",
  "ff2ff_setup_slack_ns": 6.34,
  "drv_slew": 0,
  "row_count": 31,
  "place_ws_ns": 4.489,
  "finalSetupViolations": 0,
  "cp_data_arrival_time_ns": 4.43,
  "worstSetupEndpointType": "register",
  "numPortBuffers": 65,
  "cp_cell_sequence": "clkdlybuf4s50_1, ha_1, fa_1, a21o_1, a221o_2, a2111oi_4, o211a_1, o31ai_1, mux2i_1",
  "cts_tree": "built",
  "grt_pass1_vias": 2849,
  "openroad.warnings": 25,
  "syn_avg_cell_area_um2": 8.794,
  "slowest_stage": "a2111oi_4",
  "hp-class": "register to register",
  "diodes": 0,
  "cts_repair_resize_count": 0,
  "yosys_warnings": 1,
  "via_per_inst": 5.753,
  "grt-ovfl-total": 0,
  "die_x_um": 89.85,
  "tightest_slew_ns": 0.6793,
  "synth_area_um2": 3087,
  "cts-hold-fix-buffers": 0,
  "ant_nets": 0,
  "grt_pass1_wl_um": 13730,
  "fin_area_um2": 3887,
  "wire_per_inst_um": 16.51,
  "core_um2": 7370,
  "max_freq_mhz": 227.9,
  "flop_cell": "edfxtp_1",
  "largest_reg_flops": 32,
  "grt_max_degree": 21,
  "cts_buffers": 5,
  "placed_cells": 500,
  "synth-edff-count": 32,
  "slew-limit-headroom_pct": 54.23,
  "p_leak_nw": 1.493,
  "drive_above_1_share_pct": 3.922,
  "whs_endpoint": "totalCount[0]$_SDFFCE_PN0P_",
  "place_area_um2": 3810,
  "max-cap-violations": 0,
  "clock_sinks": 32,
  "fin_cells": 507,
  "finalHoldViolCount": 0,
  "ios": 66,
  "fin_crit_sh_pct": 47.70,
  "grt_usage_pct": 21.96,
  "lay_top_count": "clkdlybuf4s50_1",
  "clock_path_buffers": 2,
  "chip_area_um2": 8072,
  "r2r_end": "totalCount[28]$_SDFFCE_PN0P_",
  "finClkSkew_ns": 0.01128,
  "rr_worst_depth": 8,
  "post_cts_buffers": 0,
  "cp_slowest_stage_delay_ns": 0.45,
  "worst_ep_required_time_ns": 9.25,
  "layout_top_cells": "65 x clkdlybuf4s50_1, 39 x a21oi_1, 32 x edfxtp_1, 31 x ha_1, 28 x nand2_1",
  "fillers": 690,
  "insertion_delay_ns": 0.29,
  "die_y_um": 89.85,
  "crit_type": "primary input to register",
  "antenna_found_initial": 0,
  "clk_pin_slew_worst_paths_ns": 0.08,
  "vias": 2917,
  "root_buffer": "clkbuf_8",
  "ys_cells": 351,
  "period_needed_ns": 4.389,
  "async_flop_share_pct": 0,
  "startpoint_type": "primary input",
  "synthCells": 351,
  "place_congestion": 0.9423,
  "place_hpwl_um": 6479,
  "timing.final.ws_setup_ns": 4.811,
  "drt-initial-drc-count": 182,
  "drc": 0,
  "ctsHtreeMaxLevel": 2,
  "yosys.stat.seqShare_pct": 31.13,
  "yosys.stat.chipArea_um2": 3087,
  "dr.pass1.iters": 4,
  "fp_util_pct": 41.88,
  "vdd_drop_max_mv": 0.1379,
  "synth.distinct_cells": 57,
  "routed_wl_um": 8369
}
worst max-delay path, delay by kind of cell:
family,cells,cell delay [ns]
compound gates,5,1.44
buf+inv,1,0.41
mux,1,0.11
fa+ha+maj,2,0.63
how the worst max path moves through the flow:
| stage | startpoint | endpoint | slack, ns |
|---|---|---|---|
| 4_1_cts | value[0] | totalCount[28]$_SDFFCE_PN0P_ | 4.80 |
| 5_1_grt | value[4] | totalCount[21]$_SDFFCE_PN0P_ | 4.60 |
| 6_report | value[0] | totalCount[28]$_SDFFCE_PN0P_ | 4.81 |
kinds of logic (layout without fill, tap and decap cells):
kind of cell / count (synthesis) / in the layout / share of synthesized area [%]
and+or+nand+nor: 129 / 129 / 22.42
AOI/OAI and AO/OA: 116 / 116 / 24.69
adders and majority gates: 32 / 32 / 13.21
DFF: 32 / 32 / 31.13
buffers and inverters: 23 / 80 / 2.878
xor gates and xnor gates: 13 / 13 / 3.689
muxes: 6 / 6 / 1.986
power breakdown:
group          leakage, nW  internal, mW  total [mW]  switching (mW)
Clock               0.0410        0.0515       0.108          0.0563
Combinational         1.14         0.403       0.816           0.413
Sequential           0.313         0.270       0.329          0.0589
synthesized netlist by cell type (all sizes together) (3+ instances only):
cell     instances  area share (%)
or3              3            0.61
nand4            9             1.8
nor2            21             2.6
nor2b            4            0.81
a21oi           39             6.3
inv              6            0.73
and2             7             1.4
or2              4            0.81
nand3           10             1.6
nor4             6             1.2
nor3            12             1.9
edfxtp          32              31
and3             5             1.0
xor2             6             1.7
nand2           28             3.4
a31oi            3            0.61
and4             6             1.7
a2111oi          3             1.5
o21a            10             2.4
a21o             8             1.9
o31ai            3            0.73
xnor2            7             2.0
clkbuf          15             1.8
o21ai           25             4.1
ha              31              13
mux2i            5             1.6
nand2b           6             1.2
layout make-up:
class / count / area [µm²] / share of cell area (%)
flip-flops and latches: 32 / 960.9 / 24.72
inverters: 6 / 22.52 / 0.5793
well taps: 99 / 123.9 / 3.186
repair buffers: 67 / 665.6 / 17.12
clock inverters: 1 / 5.005 / 0.1287
multi-input cells: 296 / 2037 / 52.40
clock buffers: 6 / 72.57 / 1.867
routing by layer:
metal,vias up,part of all wire (%),GRT usage (%)
met2,104,45,33.08
li1,1470,-,-
met5,-,0,0
met4,0,2.4,4.918
met1,1327,47,34.01
met3,16,6.2,4.296
metrics by stage:
step / hold WS [ns] / util, % / power [mW]
after detailed placement: 0.7063 / 51.70 / 1.139
after floorplan: 0.6293 / - / 0.8580
after CTS: 0.7227 / 52.75 / 1.255
after global routing: 0.7687 / 52.75 / 1.373
final: 0.7253 / 52.75 / 1.253
after global placement: 0.6955 / 51.70 / 1.143
Power is estimated from default activity; no workload was simulated.
