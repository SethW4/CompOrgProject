**./design.v**
```verilog
`timescale 1ns / 1ps
module alu(
           input [31:0] A,B,   
           input [2:0] ALU_Sel, 
           output [31:0] ALU_Out  
    );
    reg [31:0] ALU_Result;
    wire [31:0] tmp;
    assign ALU_Out = ALU_Result;  
    always @(*)
    begin
        case(ALU_Sel)
        3'b001:  
           ALU_Result = A + B ;
        3'b010:  
           ALU_Result = A - B ;
        3'b011:  
           ALU_Result = 0;
         3'b000:  
            ALU_Result = A & B;
         3'b100:  
            ALU_Result = A | B;
        default: ALU_Result = A;
        endcase
    end
endmodule
```
**./run.sh**
```bash
#!/bin/bash
# OpenROAD 26Q1-2900-gdf79404cd8, Yosys 0.63+post, stock flow scripts
make -C /OpenROAD-flow-scripts/flow DESIGN_CONFIG=/design/flow/config.mk WORK_HOME=/design/flow/orfs finish
```
**./config.mk**
```make
export PLATFORM = sky130hd
export DESIGN_NAME = alu
export DESIGN_NICKNAME = alu
export VERILOG_FILES = /design/flow/design.v
export SDC_FILE = /design/flow/constraint.sdc
export NUM_CORES = 4
export LEC_CHECK = 1
export CORE_UTILIZATION = 30
```
**./constraint.sdc**
```tcl
current_design alu

set clk_period 18.2
set clk_io_pct 0.2

create_clock -name clk0 -period $clk_period

set non_clock_inputs [all_inputs -no_clocks]
set_input_delay [expr $clk_period * $clk_io_pct] -clock clk0 $non_clock_inputs
set_output_delay [expr $clk_period * $clk_io_pct] -clock clk0 [all_outputs]
```
==> CHANGELOG.md <==
## Flow update

- Average instance area after synthesis: 6.60 um2
- Routed wire per std cell: around 15 um
- Post-synth seq share: 0
- Row Count: 37
- # Cells Yosys: 480
- Final Max Slew Viols: 0
- # hold bufs at CTS: 0
- CP max stage cell: nand2_1
- P_leak: 1.76 nW
- Initial antenna violation count: 0
- Antenna violation net count after detailed routing: 0
- Synth Instances: 480
- N_diodes: 0
- First-pass GRT wire length: 17700 um
- Via count: 3823
- Setup bufs post-CTS: 0
- CP Class: in -> out
- Post-cts sizing count: 0
- Post-DP HPWL: about 8300 um
- Vias in the first global route: 3564
- DRC violation count after routing: 0
- Final std cells w/o fill: 697
- Largest net degree at the start of global routing: 36
- Grt ovf: 0
- Total routed wirelength: about 11000 um
- Actual slew at the worst max-slew pin: 801 ps
- Placed cells: 697
- Post-synth cell types: 56
- VDD IR max: 0.0175 mV
- Die W: 105 um
- Share of cells above drive strength 1: 0.0392
- CP max FO: 35
- FILL cells: ~1100
- Core area: 10300 um2
- Final hold viol count: 0
- Gr usage total: 0.195
- Slew headroom: 0.462
- Synthesis area per yosys: roughly 3200 um2
- Fmax achieved: 0.0806 GHz
- Core Util at FP: 0.308
- Worst min path class: in -> out
- CP arrival: 8760 ps
- Flop count: 0
- Seq. cell area: 0 um2
- # Max-Cap Violations: 0
- CP Cell Sequence: clkdlybuf4s50_1 > buf_4 > inv_1 > nand2_1 > o21ai_0 > xor2_1 > ha_1 > a21oi_1 > o21ai_0 > and2_1 > nor3_1 > o2111a_1 > nor2b_1 > a31oi_1 > xor2_1 > o22ai_1 > clkdlybuf4s50_1
- Fin Setup TNS: 0 ps
- Synthesized area: approximately 3200 um2
- Crit share post-route: 0.681
- Critical Path RT: 14560 ps
- Layout area overhead: 35.1%
- Status: completed
- Power per cell area: 36.9 nW/um2
- I/O Pins: 99
- Starting DRT DRC Count: ~190
- IO Port Bufs: 99
- Tally of OpenROAD warnings: 34
- Startpoint Class: input port
- Layout clock buffers: 0
- Largest stage delay on the critical path: ~660 ps
- Setup crit end kind: output port
- Routability cong.: ~0.92
- Pre-antenna DRT Iters: 21
- Die height: approximately 100 um
- Final Power: 158 uW
- # setup viols final: 0
- DIE AREA: 11000 um2
- Final Critical Period: 12400 ps
- Vias/cell: 5.48
- Synthesis Warnings: 1
- RSZ-0062 raised after global routing: no
==> routing by layer <==
layer / part of all wire / vias to the layer above / track usage
li1: - / 1978 / -
met4: 0.0053 / 0 / 0.00905
met1: 0.50 / 1732 / 0.287
met5: 0 / - / 0
met2: 0.45 / 109 / 0.330
met3: 0.049 / 4 / 0.00953
==> cell usage in the layout, fill, tap and decap left out, types with 4 or more instances in the layout <==
cell type,netlist,layout
clkdlybuf4s50_1,0,99
a21oi_1,75,75
nor2_1,42,41
nand2_1,35,35
ha_1,34,34
xor2_1,30,30
xnor2_1,29,29
a31oi_1,29,29
a21o_1,19,19
o21ai_0,19,18
inv_1,17,17
o22ai_1,17,17
nand3_1,16,16
nor3_1,10,10
o31ai_1,7,7
nor2b_1,6,6
o221ai_1,6,6
buf_4,0,6
nand2b_1,5,5
o211ai_1,5,5
or3_1,4,4
and3_1,4,4
a211oi_1,4,4
==> final cells by class <==
type	instances	area (um2)	area share
tap	136	170	0.0397
multi-input combinational	439	3010	0.703
timing repair buffer	105	1040	0.242
inverter	17	63.8	0.0149
==> Yosys cell counts, drive strengths merged, types with 3 or more instances <==
cell	count	share of area
nor4	3	0.017
nand2b	5	0.0099
buf	8	0.013
nor2	42	0.050
a21o	19	0.045
clkbuf	16	0.019
a211oi	4	0.0095
nand2	36	0.043
o31ai	7	0.017
mux2i	3	0.0095
o221ai	6	0.017
a31oi	30	0.064
ha	34	0.13
nand3	17	0.031
xnor2	29	0.080
o22ai	17	0.034
and3	4	0.0079
o21ai	19	0.030
o211ai	5	0.012
inv	17	0.020
or2	3	0.0059
nor3	11	0.021
xor2	30	0.083
a21oi	75	0.12
nor2b	6	0.012
or3	4	0.0079
==> per-stage QoR <==
stage	util	area [um2]	setup WS [ps]	hold WS (ps)
after CTS	0.417	4280	5820	8340
final	0.417	4280	5800	8330
after floorplan	-	3170	7640	7350
after detailed placement	0.417	4280	5840	8330
after global routing	0.417	4280	5380	8380
after global placement	0.417	4280	5960	8330
==> logic make-up (layout without fill, tap and decap cells) <==
group / count (synthesis) / count (layout) / share of synthesized area
AND-OR/OR-AND: 204 / 204 / 0.412
adder cells (fa/ha/maj): 35 / 35 / 0.141
XOR/XNOR: 59 / 59 / 0.163
buffers and inverters: 41 / 122 / 0.0517
AND/OR/NAND/NOR: 138 / 138 / 0.223
multiplexers: 3 / 3 / 0.00948
==> worst paths after layout <==
check | start | to | slack, ps | cells past startpoint
worst min-delay path | A[13] | ALU_Out[13] | 8330 | 4
worst max-delay path | ALU_Sel[2] | ALU_Out[24] | 5800 | 17
==> worst max-delay path: cells and delay by family <==
family,cells,cell delay [ps]
AOI/OAI and AO/OA,6,1270
buffers and inverters,4,1760
adders and majority gates,1,360
xor gates and xnor gates,2,290
and+or+nand+nor,4,1410
==> report_power, final <==
| part | internal [mW] | leakage [nW] | total [mW] | switching, mW |
|---|---|---|---|---|
| combinational | 0.0790 | 1.76 | 0.158 | 0.0789 |
| sequential | 0 | 0 | 0 | 0 |
| clock | 0 | 0 | 0 | 0 |
| total | 0.0790 | 1.76 | 0.158 | 0.0789 |
Power and IR drop assume default switching activity.
